## config.mk

```make
export PLATFORM = sky130hd
export DESIGN_NAME = LBP
export DESIGN_NICKNAME = LBP
export VERILOG_FILES = /design/flow/design.v
export SDC_FILE = /design/flow/constraint.sdc
export NUM_CORES = 4
export LEC_CHECK = 1
export CORE_UTILIZATION = 50
```

## constraint.sdc

```tcl
current_design LBP

set clk_period 6.7
set clk_io_pct 0.2

create_clock -name clk0 -period $clk_period [get_ports {clk}]

set non_clock_inputs [all_inputs -no_clocks]
set_input_delay [expr $clk_period * $clk_io_pct] -clock clk0 $non_clock_inputs
set_output_delay [expr $clk_period * $clk_io_pct] -clock clk0 [all_outputs]
```

## run.sh

```bash
#!/bin/bash
# OpenROAD 26Q1-2900-gdf79404cd8, Yosys 0.63+post, stock flow scripts
make -C /OpenROAD-flow-scripts/flow DESIGN_CONFIG=/design/flow/config.mk WORK_HOME=/design/flow/orfs finish
```

## design.v

```verilog
`timescale 1ns/10ps
module LBP ( clk, reset, gray_addr, gray_req, gray_ready, gray_data, lbp_addr, lbp_valid, lbp_data, finish);
input   	clk;
input   	reset;
output  reg [13:0] 	gray_addr;
output  reg        	gray_req;
input   	gray_ready;
input   [7:0] 	gray_data;
output  reg [13:0] 	lbp_addr;
output  reg     	lbp_valid;
output  reg [7:0] 	lbp_data;
output  reg     	finish;
reg [2:0] curt_state;
reg [2:0] next_state;
reg [7:0] addr_counter_x;
reg [7:0] addr_counter_y;
reg [13:0] pixel_addr;
reg [13:0] next_gray_addr;
reg [8:0] result;
reg first_flag;
reg [7:0] image_buffer[8:0];
reg result_buffer[8:0];
reg [7:0] image_buffer_counter;
localparam READ = 0;
localparam OTHER_READ = 1;
localparam CAL = 2;
localparam MOVE = 3;
localparam WRITE_OUT = 4; 
localparam DONE = 5; 
always @( * )  
begin 
    case ( curt_state )
        READ : 
        begin            
            if( pixel_addr == 16383)
                next_state = DONE;
            if( pixel_addr <= 128 || pixel_addr[6:0] == 127 || pixel_addr[6:0] == 0 || pixel_addr >= 16256)
                next_state = WRITE_OUT;
            else
            begin
                if ( image_buffer_counter == 9 )
                    next_state = MOVE;
                else     
                    next_state = READ;
            end
        end
        MOVE : 
        begin
            next_state = WRITE_OUT;
        end
        WRITE_OUT : 
        begin
            if ( pixel_addr == 16383 )
                next_state = DONE;
            else if ( pixel_addr < 128 || pixel_addr[6:0] == 127 || pixel_addr >= 16256)
                next_state = WRITE_OUT;
            else
                next_state = READ;
        end
        DONE :
        begin
            next_state = DONE;
        end
    endcase    
end
always @( * ) 
begin
    case( image_buffer_counter )
        0 : next_gray_addr = pixel_addr - 129;
        1 : next_gray_addr = pixel_addr - 128;
        2 : next_gray_addr = pixel_addr - 127;
        3 : next_gray_addr = pixel_addr - 1  ;
        4 : next_gray_addr = pixel_addr      ;
        5 : next_gray_addr = pixel_addr + 1  ;
        6 : next_gray_addr = pixel_addr + 127; 
        7 : next_gray_addr = pixel_addr + 128;
        8 : next_gray_addr = pixel_addr + 129;
        default: next_gray_addr = 0;
	endcase
end
always @( * ) 
begin
    result_buffer[1] <= ( image_buffer[4] > image_buffer[1] ) ? 0:1;
    result_buffer[0] <= ( image_buffer[4] > image_buffer[0] ) ? 0:1;
    result_buffer[2] <= ( image_buffer[4] > image_buffer[2] ) ? 0:1;
    result_buffer[3] <= ( image_buffer[4] > image_buffer[3] ) ? 0:1;
    result_buffer[4] <= image_buffer[4];
    result_buffer[5] <= ( image_buffer[4] > image_buffer[5] ) ? 0:1;
    result_buffer[6] <= ( image_buffer[4] > image_buffer[6] ) ? 0:1;
    result_buffer[7] <= ( image_buffer[4] > image_buffer[7] ) ? 0:1;
    result_buffer[8] <= ( image_buffer[4] > image_buffer[8] ) ? 0:1;
end
always @( * ) 
begin
    if ( pixel_addr <= 128 || pixel_addr[6:0] == 127 || pixel_addr[6:0] == 0 || pixel_addr >= 16256)
        result <= 0;
    else 
        result <= {
            8'b0,
            result_buffer[8], 
            result_buffer[7], 
            result_buffer[6], 
            result_buffer[5], 
            result_buffer[3], 
            result_buffer[2], 
            result_buffer[1], 
            result_buffer[0]  
            };
end
always @( posedge clk or posedge reset)  
begin 
    if ( reset ) 
    begin     
        curt_state     <= 0; 
        addr_counter_x <= 0;
        addr_counter_y <= 0;
        gray_req       <= 0;
        gray_addr      <= 0;
        lbp_valid      <= 0;
        finish         <= 0;
        pixel_addr     <= 0;
        image_buffer_counter <= 0;
        first_flag <= 1;
    end 
    else 
    begin
        curt_state <= next_state; 
        case ( curt_state )
            READ : 
            begin
                lbp_valid <= 0;
                if( gray_ready == 1)
                begin                    
                    gray_req  <= 1;
                end  
                gray_addr <= next_gray_addr;
                if ( pixel_addr <= 128 || pixel_addr[6:0] == 127 || pixel_addr[6:0] == 0 || pixel_addr >= 16256)
                begin
                end
                else
                begin
                    image_buffer_counter <= image_buffer_counter + 1;   
                    if( gray_req )
                    begin      
                        image_buffer[image_buffer_counter - 1] <= gray_data;                         
                    end
                    if( image_buffer_counter == 9 )
                    begin
                        gray_req <= 0;
                        image_buffer_counter <= 0;
                    end
                end 
            end  
            WRITE_OUT : 
            begin                
                lbp_addr <= pixel_addr;
                lbp_data <= result;
                lbp_valid <= 1;
                pixel_addr <= pixel_addr + 1;
            end
            DONE : 
            begin
                finish <= 1;
            end
        endcase 
    end
end 
endmodule
```

==> impl_metrics.csv <==
group,metric,value,unit
timing,finalHoldViolations,0,
synthesis,ys_chip_area,8080,µm²
setup_path,critPathBufInv,1,
detailed_routing,diodes,0,
pwr,peakVddDrop,0.181,mV
timing,finalSetupViolations,0,
pwr,power.leakage,4.02,nW
timing,slew_headroom,45.3,%
die,die_h,129,µm
placed_design,dp_cells,992,
detailed_routing,viasPerCell,5.63,
die,die_area,16700,µm²
die,placementRows,46,
pwr,power.internal,1.46,mW
run,tool_warnings,33,
die,coreArea,15800,µm²
final_layout,nFillCells,1267,
final_layout,fin_cells,1024,
synthesis,synth_cell_types,67,
pwr,p_sw,0.369,mW
timing,setup_tns,0,ns
timing,setup_ws,3.14,ns
timing,unclocked_regs,3,
clocking,cts_resized,0,
synthesis,yosysTopAreaCell,"edfxtp_1",
synthesis,synthArstFlopShare,30.2,%
setup_path,worst_ep_required_time,7.04,ns
final_layout,drive_gt1_share,7.55,%
final_layout,areaGrowthSynthToFinish,15.4,%
timing,unconstrained_endpoints,6,
detailed_routing,route.detailed.drc,0,
clocking,cts_tree,"yes",
synthesis,netlist_instances,747,
pwr,p_sw_share,20.2,%
global_route,grt_max_degree,45,
setup_path,critPathLaunchType,"flop",
global_route,grt_pass1_wl,29.4,mm
clocking,clock_latency,0.42,ns
setup_path,path_cells,"inv_1 -> ha_1 -> nand2_1 -> o31ai_1 -> nand2_1 -> ha_1 -> o211ai_1 -> o21ai_1 -> a311oi_2 -> o21ai_0 -> or4_1 -> o211ai_1",
synthesis,top_cell_area_share,34.9,%
timing,slew_violations,0,
global_route,grt_pass1_vias,5454,
clocking,post-cts-setup-buffers,0,
clocking,cts-htree-levels,4,
synthesis,numSynthFlops,139,
detailed_routing,first_iter_violations,480,
detailed_routing,routedWlPerCell,18.4,µm
global_route,track_usage,25.1,%
clocking,cts.path.max_buffers,2,
timing,post-route-period-util,53.2,%
clocking,cts_buffers,17,
timing,period_minus_slack,3.56,ns
setup_path,cpPeakStageDelay,0.49,ns
synthesis,avgSynthCellArea,10.8,µm²
synthesis,topCellsByArea,"edfxtp_1 35%, ha_1 13%, dfrtp_1 13%, inv_1 3.3%, a21oi_1 2.8%",
pwr,power_frac_seq,49.5,%
detailed_routing,ant_nets,0,
synthesis,ff_type,"edfxtp_1",
detailed_routing,vias,5767,
run,drv_cap,0,
die,die_x,129,µm
timing,clock_skew,0.00940,ns
timing,fmax,0.281,GHz
detailed_routing,wirelength,18.8,mm
placed_design,dp_hpwl,13.1,mm
final_layout,postLayoutCoreUtil,58.9,%
setup_path,cp_max_fo,13,
min_path,hold_class,"flop to flop",
clocking,postCtsHoldBufs,0,
run_status,status,"finished, final reports clean",
placed_design,portBuffers,49,
synthesis,edf_count,94,
setup_path,worstSetupPathType,"flop to flop",
synthesis,synth_area,8080,µm²
global_route,gr-total-overflow,0,
detailed_routing,firstDrtPassIters,5,
synthesis,yosys_warnings,3,
die,initCoreUtil,51.1,%
global_route,antenna_found_initial,0,
placed_design,routabilityCongestion,0.889,
clocking,cts-root-buf,"clkbuf_16",
setup_path,crit_family,"AND-OR/OR-AND gates",
timing,rsz0062_at_grt,"no",
setup_path,crit_path_end_kind,"flop",
setup_path,cp.arrival,3.90,ns
clocking,clkTransAtPathRegs,0.06,ns
placed_design,pre_cts_slack,2.82,ns
pwr,power_frac_clock,48.8,%
timing,worst_pin_slew,0.819,ns
synthesis,ys_cells,747,
die,io_pins,50,
setup_path,critPathSlowestCell,"ha_1",
pwr,p_comb_share,1.8,%
pwr,p_per_area,196,nW/µm²
[state kept, by name, summed over array words and instances, names as in the netlist]
register              count
curt_state                3
finish                    1
gray_addr                14
gray_req                  1
image_buffer             72
image_buffer_counter      8
lbp_addr                 14
lbp_data                  8
lbp_valid                 1
next_state                3
pixel_addr               14
[cells in the mapped netlist, types with 6 or more instances]
library cell	number
buf_2	7
xor2_1	17
a21o_1	22
nand2b_1	17
inv_1	70
o21ai_0	41
a31oi_1	8
dfrtp_1	42
a22o_1	6
nand2_1	45
ha_1	87
or2_2	8
nor2b_1	14
edfxtp_1	94
nor2_1	41
nand4_1	20
nor3_1	11
nand3_1	16
clkbuf_1	16
o211ai_1	8
a21oi_1	45
xnor2_1	20
and2_1	10
and3_1	6
[per-layer routing]
layer / share of wire (%) / vias up / global-route usage [%]
met1: 47 / 2680 / 40.2
met3: 11 / 17 / 11.9
met4: 1.1 / 0 / 2.28
met5: 0 / - / 1.18
li1: - / 2830 / -
met2: 42 / 240 / 33.8
[area by class of cell]
class | count | area, µm² | area share [%]
multi-input cells | 512 | 3780 | 40.5
flip-flops and latches | 139 | 3920 | 42.0
clock inverters | 13 | 129 | 1.38
clock buffers | 19 | 433 | 4.64
well taps | 216 | 270 | 2.90
repair buffers | 55 | 536 | 5.74
inverters | 70 | 263 | 2.82
[stage by stage]
stage	cell area, µm²	power (mW)	hold slack, ns
after global placement	8770	0.956	0.453
after detailed placement	8770	0.956	0.457
final	9330	1.83	0.468
after global routing	9330	1.89	0.511
after CTS	9330	1.85	0.480
after floorplan	8080	0.928	0.408
[power groups by stage]
stage	Combinational, mW	Clock, mW	Sequential [mW]
5_1_grt	0.0359	0.946	0.906
4_1_cts	0.0333	0.909	0.906
6_report	0.0321	0.893	0.906
[worst paths after layout]
kind / slack (ns) / to / cells past startpoint / start
max in group asynchronous: 4.85 / image_buffer_counter[1] / 3 / reset
worst min-delay path: 0.47 / finish / 1 / finish
min in group asynchronous: 1.45 / pixel_addr[10] / 3 / reset
worst max-delay path: 3.14 / gray_addr[13] / 12 / image_buffer_counter[0]
worst max register to register: 3.14 / gray_addr[13] / 12 / image_buffer_counter[0]
worst min register to register: 0.47 / finish / 1 / finish
[cell families after synthesis]
group           after synthesis  share of synthesized area [%]
simple gates                217                           14.9
buf+inv                      96                           4.85
latches                       3                          0.557
compound gates              165                           13.4
mux                           5                          0.666
xor+xnor                     37                           4.01
flops                       136                           47.9
fa+ha+maj                    88                           13.7
[cells in the final DEF (no fill, tap or decap), types with 14 or more instances in the layout]
cell	n
dfrtp_1	42
clkbuf_16	17
a21o_1	22
nor2_1	40
ha_1	87
nand2b_1	17
nand3_1	16
o21ai_0	41
xor2_1	17
inv_1	69
nand2_1	45
nand4_1	20
clkdlybuf4s50_1	49
xnor2_1	20
nor2b_1	14
a21oi_1	45
edfxtp_1	94
Power is estimated from default activity; no workload was simulated.
